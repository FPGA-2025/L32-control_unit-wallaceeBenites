==> flow/run.sh <==
#!/bin/bash
# OpenROAD 26Q1-2900-gdf79404cd8, Yosys 0.63+post, stock flow scripts
make -C /OpenROAD-flow-scripts/flow DESIGN_CONFIG=/design/flow/config.mk WORK_HOME=/design/flow/orfs finish
==> flow/config.mk <==
export PLATFORM = sky130hd
export DESIGN_NAME = Control_Unit
export DESIGN_NICKNAME = Control_Unit
export VERILOG_FILES = /design/flow/design.v
export SDC_FILE = /design/flow/constraint.sdc
export NUM_CORES = 4
export LEC_CHECK = 1
export CORE_AREA = 10 10 87 87
export DIE_AREA = 0 0 97 97
==> flow/constraint.sdc <==
current_design Control_Unit

set clk_period 3.4
set clk_io_pct 0.2

create_clock -name clk0 -period $clk_period [get_ports {clk}]

set non_clock_inputs [all_inputs -no_clocks]
set_input_delay [expr $clk_period * $clk_io_pct] -clock clk0 $non_clock_inputs
set_output_delay [expr $clk_period * $clk_io_pct] -clock clk0 [all_outputs]
==> flow/design.v <==
module Control_Unit (
    input wire clk,
    input wire rst_n,
    input wire [6:0] instruction_opcode,
    output reg pc_write,
    output reg ir_write,
    output reg pc_source,
    output reg reg_write,
    output reg memory_read,
    output reg is_immediate,
    output reg memory_write,
    output reg pc_write_cond,
    output reg lorD,
    output reg memory_to_reg,
    output reg [1:0] aluop,
    output reg [1:0] alu_src_a,
    output reg [1:0] alu_src_b
);
	localparam FETCH     = 4'b0000;
	localparam DECODE    = 4'b0001;
	localparam MEMADR    = 4'b0010;
	localparam MEMREAD   = 4'b0011;
	localparam MEMWB     = 4'b0100;
	localparam MEMWRITE  = 4'b0101;
	localparam EXECUTER  = 4'b0110;
	localparam ALUWB     = 4'b0111;
	localparam EXECUTEI  = 4'b1000;
	localparam JAL       = 4'b1001;
	localparam BRANCH    = 4'b1010;
	localparam JALR      = 4'b1011;
	localparam AUIPC     = 4'b1100;
	localparam LUI       = 4'b1101;
	localparam JALR_PC   = 4'b1110; 
	localparam CSR       = 4'b1111; 
	localparam LW      = 7'b0000011;
	localparam SW      = 7'b0100011;
	localparam RTYPE   = 7'b0110011;
	localparam ITYPE   = 7'b0010011;
	localparam JALI    = 7'b1101111;
	localparam BRANCHI = 7'b1100011;
	localparam JALRI   = 7'b1100111;
	localparam AUIPCI  = 7'b0010111;
	localparam LUII    = 7'b0110111;
	localparam CSR_OP  = 7'b1110011;
	reg [3:0] state_cs, state_ns;
	always @(posedge clk or negedge rst_n) begin
	    if (!rst_n) begin
	        state_cs <= FETCH;
	    end else begin
	        state_cs <= state_ns;
	    end
	end
	always @(*) begin
	    state_ns = state_cs;
	    pc_write = 0;
	    ir_write = 0;
	    pc_source = 0;
	    reg_write = 0;
	    memory_read = 0;
	    is_immediate = 0;
	    memory_write = 0;
	    pc_write_cond = 0;
	    lorD = 0;
	    memory_to_reg = 0;
	    aluop = 2'b00;
	    alu_src_a = 2'b00;
	    alu_src_b = 2'b00;
	    case (state_cs)
	        FETCH: begin
	            pc_write = 1;
	            ir_write = 1;
	            memory_read = 1;
	            lorD = 0; 
	            alu_src_a = 2'b00; 
	            alu_src_b = 2'b01; 
	            aluop = 2'b00; 
	            state_ns = DECODE;
	        end
	        DECODE: begin
	            alu_src_a = 2'b10; 
	            alu_src_b = 2'b10; 
	            aluop = 2'b00; 
	            case (instruction_opcode)
	                RTYPE: state_ns = EXECUTER;
	                ITYPE: state_ns = EXECUTEI;
	                LW: state_ns = MEMADR;
	                SW: state_ns = MEMADR;
	                JALI: state_ns = JAL;
	                BRANCHI: state_ns = BRANCH;
	                JALRI: state_ns = JALR;
	                AUIPCI: state_ns = AUIPC;
	                LUII: state_ns = LUI;
	                CSR_OP: state_ns = CSR;
	                default: state_ns = FETCH; 
	            endcase
	        end
	        MEMADR: begin
	            aluop = 2'b00; 
	            alu_src_a = 2'b01; 
	            alu_src_b = 2'b10; 
	            is_immediate = 1; 
	            case (instruction_opcode)
	                LW: state_ns = MEMREAD;
	                SW: state_ns = MEMWRITE;
	                default: state_ns = FETCH; 
	            endcase
	        end
	        MEMREAD: begin
	            memory_read = 1;
	            lorD = 1; 
	            state_ns = MEMWB;
	        end
	        MEMWB: begin
	            reg_write = 1;
	            memory_to_reg = 1; 
	            state_ns = FETCH;
	        end
	        MEMWRITE: begin
	            memory_write = 1;
	            lorD = 1; 
	            state_ns = FETCH;
	        end
	        EXECUTER: begin
	            aluop = 2'b10; 
	            alu_src_a = 2'b01; 
	            alu_src_b = 2'b00; 
	            state_ns = ALUWB;
	        end
	        EXECUTEI: begin
	            aluop = 2'b10; 
	            alu_src_a = 2'b01; 
	            alu_src_b = 2'b10; 
	            is_immediate = 1;
	            state_ns = ALUWB;
	        end
	        ALUWB: begin
	            reg_write = 1;
	            memory_to_reg = 0; 
	            state_ns = FETCH;
	        end
	        JAL: begin
	            pc_write = 1;
	            pc_source = 2'b01; 
	            reg_write = 1;
	            aluop = 2'b00; 
	            alu_src_a = 2'b10; 
	            alu_src_b = 2'b01; 
	            state_ns = FETCH;
	        end
	        BRANCH: begin
	            pc_write_cond = 1;
	            pc_source = 2'b01; 
	            aluop = 2'b01; 
	            alu_src_a = 2'b01; 
	            alu_src_b = 2'b00; 
	            state_ns = FETCH;
	        end
	        JALR: begin
	            aluop = 2'b00; 
	            alu_src_a = 2'b01; 
	            alu_src_b = 2'b10; 
	            is_immediate = 1;
	            state_ns = JALR_PC;
	        end
	        JALR_PC: begin 
	            pc_write = 1;
	            pc_source = 2'b10; 
	            reg_write = 1; 
	            aluop = 2'b00; 
	            alu_src_a = 2'b00; 
	            alu_src_b = 2'b01; 
	            state_ns = FETCH;
	        end
	        AUIPC: begin
	            reg_write = 1;
	            aluop = 2'b00; 
	            alu_src_a = 2'b00; 
	            alu_src_b = 2'b10; 
	            is_immediate = 1;
	            state_ns = ALUWB;
	        end
	        LUI: begin
	            reg_write = 1;
	            aluop = 2'b00; 
	            alu_src_a = 2'b11; 
	            alu_src_b = 2'b10; 
	            is_immediate = 1;
	            state_ns = ALUWB;
	        end
	        CSR: begin
	            reg_write = 1;
	            memory_to_reg = 10; 
	            state_ns = FETCH;
	        end
	        default: begin
	            state_ns = FETCH;
	        end
	    endcase
	end
endmodule
==> metrics.cfg <==
[final_timing]
rsz0062_at_grt = no
final.setup.tns_ns = 0
worst_clock_skew_ns = 0.00321
drv_slew = 0
finalCritPeriodShare_pct = 91.9
finalSetupViolations = 0
max_freq_mhz = 320
actual_slew_at_the_worst_max_slew_pin_ns = 0.659
report.final.hold_viol_count = 0
post-route-min-period_ns = 3.12
maxSlewHeadroom_pct = 55.9

[synthesis]
ys.flop_type = dfrtp_1
most_common_cell = dfrtp_1
synth.cellmix.adderShare_pct = 0
synth_stat.cells = 86
post_synth_edffs = 0
ys_async_sr_fraction_pct = 100
synth.largest_area_cell = dfrtp_1
seq_area_frac_synth_pct = 48.8
post_synth_and_or_nand_nor_area_fraction_pct = 42.1
gate_count_post_synth = 86
yosysTopAreaCellShare_pct = 45.6
synth.comb.largest_family = simple AND/OR/NAND/NOR gates
post_synth_xor_area_fraction_pct = 1.06
ys.flops = 16
post_synth_mux_area_share_pct = 0
yosys.stat.chipArea_sq_um = 823
total_of_warnings_raised_by_yosys = 1
ao_oa_area_share_pct = 4.86
synth.top_cells.by_area = dfrtp_1 46%, nor3_1 5.5%, or4_4 5.5%
avgSynthCellArea_sq_um = 9.57
syn_area_sq_um = 823
synthDistinctLibCells = 27
synthTopCellsByCount = 15 x dfrtp_1, 9 x nor2_1, 9 x nor3_1

[pwr]
leakage_power_summed_over_all_cells_nw = 0.531
irDropWorstVdd_v = 0.000107
power.density_nw_per_um2 = 299
post-layout-total-power_w = 0.000355

[global_route]
grt_max_degree = 17
via_count_of_the_first_global_routing_pass = 765
global_route_wire_length_before_repair_um = 3630
globalRouteOverflowTotal = 0
global_route.usage.total_pct = 4.44
grt_antenna_before_repair = 0

[clock_tree]
clkSinkCount = 16
htree_levels = 1
clk_pin_slew_ns = 0.06
postCtsHoldBufs = 0
clock_insertion_delay_worst_skew_ns = 0.24
clock_tree.root_cell = clkbuf_8
clock_tree.buffer_depth = 2
post_cts.resized_instances = 0
tritoncts.num_buffers = 3
tritoncts = done
cts_post_setup_buffers_inserted = 0

[floorplan]
fp-row-count = 27
initial_utilization_pct = 14.6
die-area_sq_um = 9410
die_extent_in_x_um = 97
die_span_y_um = 97
coreArea_sq_um = 5640
pin_count = 25

[detailed_routing]
detail_route.wl_per_cell_um = 11.8
vias = 731
num_antenna_cells = 0
wirelength_um = 2160
wl_met1_um = 1120
drt_iter0_markers = 32
drt_drc_violations_left = 0
top_metal_used = met4
detailroute.wirelength.met2_um = 762
pre_antenna_drt_iters = 4
antenna_violating_nets_post_route = 0
route.detailed.vias_per_inst = 3.99
met3RoutedLength_um = 199

[layout]
leading_registers_by_flop_count = state_cs x16
final_non_filler_cells = 183
nFillCells = 623
regMostFlops = state_cs
flip_flop_count_of_the_largest_register_all_copies_and_words_added = 16
flow.area_growth_from_synthesis_pct = 44.2
combGateArea_sq_um = 395
final_layout_size_suffix_gt1_share_pct = 13.5
utilization_pct = 21.0
sequential_cell_area_sq_um = 402

[flow_run]
maxCapViolCount = 0
warning_count = 25

[status]
status = completed

[worst_setup_path]
setup.worst_path.start_class = flop
critical_path_arrival_ns = 2.44
critPathMaxFanout = 4
worstSetupPathType = reg2out
setup.reg_to_reg.worst_slack_ns = 1.69
crit_path_end_kind = output port
critical_path_required_ns = 2.72

[placement]
place.detailed.hpwl_um = 1780
gp_congestion = 0.806
place.port_buffers = 24
placed_cells_incl_taps = 179

[min_path]
holdCritPathClass = reg2reg

-- critical path: stages, from the launching register on --
cell             delay [ns]
dfrtp_1                0.41
or3_4                  0.41
or4_1                  0.45
o41ai_1                0.37
clkdlybuf4s50_1        0.56
-- cells in the final DEF, fill, tap and decap left out --
cell	count
clkdlybuf4s50_1	24
dfrtp_1	15
nor2_1	9
nor3_1	9
nand3_1	6
nor4_1	5
or3_1	4
or4_4	4
or4_1	4
inv_1	4
nand3b_1	3
nand2_1	3
clkbuf_8	3
or2_2	2
or3_2	2
or3_4	1
o41ai_1	1
xnor2_1	1
nor4b_1	1
o31ai_1	1
o21bai_1	1
o211ai_1	1
nand2b_1	1
a31o_2	1
and3_1	1
and2_1	1
nor2_2	1
clkbuf_1	1
dfstp_2	1
-- layer usage --
layer	track usage, %	vias to the layer above
met5	0	-
met4	1.35	0
met3	1.72	5
met2	5.88	31
met1	6.40	325
li1	-	370
-- kinds of logic after synthesis --
logic type | count (synthesis)
buffers and inverters | 7
AND-OR/OR-AND | 5
AND/OR/NAND/NOR | 57
XOR/XNOR | 1
flip-flops | 16
-- cell type report --
type / count / share of cell area (%)
inverters: 4 / 1.26
multi-input cells: 63 / 33.3
flip-flops and latches: 16 / 33.8
clock buffers: 4 / 3.79
repair buffers: 24 / 20.2
well taps: 72 / 7.59
-- where the power goes --
group / switching (W) / internal [W]
Combinational: 0.0000124 / 0.0000116
Clock: 0.0000578 / 0.0000829
Sequential: 0 / 0.000191
-- path summary, 6_finish.rpt --
kind / startpoint / endpoint / cells past startpoint
worst min-delay path: state_cs[13]$_DFF_PN0_ / state_cs[7]$_DFF_PN0_ / 0
worst max register to register: state_cs[9]$_DFF_PN0_ / state_cs[0]$_DFF_PN1_ / 3
min in group asynchronous: rst_n / state_cs[2]$_DFF_PN0_ / 1
worst min register to register: state_cs[13]$_DFF_PN0_ / state_cs[7]$_DFF_PN0_ / 0
worst max-delay path: state_cs[11]$_DFF_PN0_ / alu_src_a[1] / 4
max in group asynchronous: rst_n / state_cs[12]$_DFF_PN0_ / 1
-- through the flow --
step | cell area, sq um | worst slack, ns | hold slack (ns)
final | 1190 | 0.275 | 0.399
after global placement | 1140 | 0.427 | 0.373
after CTS | 1190 | 0.198 | 0.399
after detailed placement | 1140 | 0.496 | 0.385
after floorplan | 823 | 1.20 | 0.355
after global routing | 1190 | 0.0751 | 0.418
Power figures rest on the tool's default switching activity, not on a simulated workload.
